<file path="/design/flow/config.mk">
export PLATFORM = sky130hd
export DESIGN_NAME = Register_File_Mux
export DESIGN_NICKNAME = Register_File_Mux
export VERILOG_FILES = /design/flow/design.v
export SDC_FILE = /design/flow/constraint.sdc
export NUM_CORES = 4
export LEC_CHECK = 1
export CORE_AREA = 10 10 120 120
export DIE_AREA = 0 0 130 130
</file>
<file path="/design/flow/run.sh">
#!/bin/bash
# OpenROAD 26Q1-2900-gdf79404cd8, Yosys 0.63+post, stock flow scripts
make -C /OpenROAD-flow-scripts/flow DESIGN_CONFIG=/design/flow/config.mk WORK_HOME=/design/flow/orfs finish
</file>
<file path="/design/flow/constraint.sdc">
current_design Register_File_Mux

set clk_period 1.0
set clk_io_pct 0.2

create_clock -name clk0 -period $clk_period

set non_clock_inputs [all_inputs -no_clocks]
set_input_delay [expr $clk_period * $clk_io_pct] -clock clk0 $non_clock_inputs
set_output_delay [expr $clk_period * $clk_io_pct] -clock clk0 [all_outputs]
</file>
<file path="/design/flow/design.v">
module Register_File_Mux(
	input	logic 			forward_one_decode,
	input	logic			forward_two_decode,
	input	logic			using_HI_LO,
	input	logic [31:0]	read_data_1_reg,
	input	logic [31:0] 	read_data_2_reg,
	input	logic [31:0]	HI_data_reg,
	input	logic [31:0] 	LO_data_reg,
	input	logic [31:0]	ALU_output_memory,
	output	logic [31:0]	comparator_1,
	output	logic [31:0]	comparator_2,
	output	logic [31:0]	resolved_reg_file_output_one,
	output	logic [31:0]	resolved_reg_file_output_two
);
	assign comparator_1 = (forward_one_decode) ? ALU_output_memory : read_data_1_reg;
	assign comparator_2 = (forward_two_decode) ? ALU_output_memory : read_data_2_reg;
	assign resolved_reg_file_output_one = using_HI_LO ? LO_data_reg : read_data_1_reg;
	assign resolved_reg_file_output_two = using_HI_LO ? HI_data_reg : read_data_1_reg;
endmodule
</file>
==> metrics.cfg <==
[run_status]
status = finished with violations
violations = negative setup slack

[cells_and_area]
regArea_um2 = 0
syn2layout_area_growth_pct = 194.4
final_core_util = 0.4732
lay_top_cells = mux2_4, buf_6, dlygate4sd2_1, clkdlybuf4s50_1, buf_2
clock_buffers = 0
seq_cells = 0
layout-drive-gt1-share = 0.6581
lay_top_count = mux2_4

[power_and_ir_drop]
power_density_mw_per_mm2 = 445.6
ir_worst_vdd_uv = 207.4
p_leak_nw = 2.941

[detailed_routing]
wl_um = 12790
post_drt_wl_per_cell_um = 20.77
via_per_inst = 4.031
ant_nets = 0
drc = 0
dr.pass1.iters = 3
drt_iter0_markers = 48
route.vias.total = 2483

[flow_run]
warnings = 34
maxCapViolCount = 0

[grt]
grt_pass1_vias = 2826
grt_overflow = 0
antenna_found_initial = 1
use_met3 = 0.05844
met2_usage = 0.2376
grt-busiest-layer = met2
use_met1 = 0.1708
grt_pass1_wl_um = 18070
grt_use_total = 0.1395
grt_max_degree = 8

[synthesis]
mux_share = 0.8843
ys_top_logic_family = multiplexers
synth_area_mm2 = 0.001914
synth_warnings = 0
syn-instance-count = 143
ys_area_mm2 = 0.001914
yosys.area_share.aoi = 0
ys_seq_share = 0
ys_sh_simple = 0
ys_cells = 143
fa_ha_area_frac = 0
yosys.area_share.xor_xnor = 0
postSynthAreaPerCell_um2 = 13.39
ys_types = 4

[die]
core_region_area_mm2 = 0.01191
die_w_um = 130
fp-utilization = 0.1607
die_h_um = 130
chipArea_mm2 = 0.01690
placementRows = 40
ios = 291

[final_timing]
setup_ws_ps = -227.2
hold_viol_final = 0
fmax_mhz = 814.9
max_slew_margin = 0.9034
fin_crit_ps = 1227
finalCritPeriodShare = 1.227
final_max_slew_viol_count = 0
setup-tns-final_ps = -22420
rsz0062_at_grt = true
report.final.setup_viol = 128
worstMarginPinSlew_ps = 145.0

[worst_setup_path]
required_ps = 800
crit_slowest_cell = mux2_4
path_max_fanout = 6
cp-end-kind = primary output
startpoint_type = input port
path_cells = buf_16 > buf_8 > buf_12 > mux2_4 > buf_6
critPathKind = in2out
worstPathArrival_ps = 1030
max_stage_delay_ps = 310

[place]
port_buffers = 291
gp_congestion = 0.9048
dpl.hpwl_um = 10090

[hold_path]
worstHoldPathType = in2out

==> routing by layer <==
| metal | wire length [um] | up-vias |
|---|---|---|
| met5 | 0 | - |
| met4 | 0 | 0 |
| met3 | 1433 | 0 |
| met2 | 6169 | 148 |
| met1 | 5191 | 1118 |
| li1 | - | 1217 |
==> power breakdown <==
group,switching [mW],internal [mW]
clock network,0,0.000000134
registers,0,0
logic,0.650,1.86
==> synthesized netlist by cell type, drive strengths merged <==
cell type	n	area, um2
mux2	128	1693
buf	15	221.5
==> cells by family (layout without fill, tap and decap cells) <==
logic type	Yosys count	count (layout)
buffers and inverters	15	340
multiplexers	128	128
other	0	1
==> metrics by stage <==
stage                     power [mW]  instance area, um2  worst slack [ps]  cells  hold slack [ps]
after detailed placement       2.244                4920            -634.2    575             1316
final                          2.512                5637            -227.2    616            697.8
after global placement         2.246                4920            -632.2    575             1322
after global routing           2.675                5637            -246.1    616            711.5
after floorplan               0.6744                1914             2.550    143            497.7
after CTS                      2.350                5294            -226.0    614            802.5
==> final cells by class <==
type               count  area [um2]
diodes                 1       2.502
fillers             1117        6275
multi-input cells    128        1903
repair buffers       340        3547
well taps            147       183.9
==> worst max-delay path: cells and delay by family <==
family | cells | cell delay [ps]
buffers and inverters | 4 | 510
multiplexers | 1 | 310
==> worst paths after layout <==
path / start / end / cells past startpoint
hold / removal: read_data_2_reg[13] / comparator_2[13] / 3
setup / recovery: using_HI_LO / resolved_reg_file_output_one[5] / 5
==> repair_timing <==
| action | in CTS | in global routing |
|---|---|---|
| setup endpoints to repair | 128 | 128 |
| hold endpoints to repair | 0 | 0 |
| resized | 617 | 61 |
| gates cloned | 10 | 0 |
| setup buffers | 29 | 1 |
| hold buffers | 0 | 0 |
| pin swaps | 0 | 0 |
Power and IR drop assume default switching activity.
